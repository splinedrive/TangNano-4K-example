[design/flow/config.mk]
export PLATFORM = sky130hd
export DESIGN_NAME = tmds_encoder
export DESIGN_NICKNAME = tmds_encoder
export VERILOG_FILES = /design/flow/design.v
export SDC_FILE = /design/flow/constraint.sdc
export NUM_CORES = 4
export LEC_CHECK = 1
export CORE_UTILIZATION = 50
[design/flow/constraint.sdc]
current_design tmds_encoder

set clk_period 16.3
set clk_io_pct 0.2

create_clock -name clk0 -period $clk_period [get_ports {clk}]

set non_clock_inputs [all_inputs -no_clocks]
set_input_delay [expr $clk_period * $clk_io_pct] -clock clk0 $non_clock_inputs
set_output_delay [expr $clk_period * $clk_io_pct] -clock clk0 [all_outputs]
[design/flow/design.v]
parameter Memory_Clock = 159;
parameter PSRAM_WIDTH = 8;
parameter DQ_WIDTH = 8;
parameter ADDR_WIDTH = 22;
parameter Burst_Length  = "128_Bytes";
parameter burst_num = 32;
parameter Fixed_Latency_Enable = "Fixed";
parameter Initial_Latency = 6;
parameter Drive_Strength = "34";
parameter Deep_Power_Down = "OFF";
parameter Hybrid_Sleep_Mode = "OFF";
parameter Refresh_Rate = "normal";
parameter PASR = "full";
parameter Clk_Type = "DIFF";
module tmds_encoder(
           input clk,
           input DE,
           input [7:0]D,
           input C1,
           input C0,
           output reg[9:0] q_out = 0
       );
parameter LEGACY_DVI_CONTROL_LUT = 0;
function [3:0] N0;
    input [7:0] d;
    integer i;
    begin
        N0 = 0;
        for (i = 0; i < 8; i = i +1)
            N0 = N0 + !d[i];
    end
endfunction
function [3:0] N1;
    input [7:0] d;
    integer i;
    begin
        N1 = 0;
        for (i = 0; i < 8; i = i +1)
            N1 = N1 + d[i];
    end
endfunction
reg signed [7:0] cnt_prev = 0;
reg signed [7:0] cnt = 0;
reg [8:0] q_m;
always @(*) begin
    if ( (N1(D) > 4) | (N1(D) == 4) & (D[0] == 0) ) begin
        q_m[0] =           D[0];
        q_m[1] = q_m[0] ~^ D[1];
        q_m[2] = q_m[1] ~^ D[2];
        q_m[3] = q_m[2] ~^ D[3];
        q_m[4] = q_m[3] ~^ D[4];
        q_m[5] = q_m[4] ~^ D[5];
        q_m[6] = q_m[5] ~^ D[6];
        q_m[7] = q_m[6] ~^ D[7];
        q_m[8] = 1'b0;
    end else begin
        q_m[0] =          D[0];
        q_m[1] = q_m[0] ^ D[1];
        q_m[2] = q_m[1] ^ D[2];
        q_m[3] = q_m[2] ^ D[3];
        q_m[4] = q_m[3] ^ D[4];
        q_m[5] = q_m[4] ^ D[5];
        q_m[6] = q_m[5] ^ D[6];
        q_m[7] = q_m[6] ^ D[7];
        q_m[8] = 1'b1;
    end  
end
always @(posedge clk) begin
    if (DE) begin
        if ((cnt_prev == 0) | (N1(q_m[7:0]) == N0(q_m[7:0]))) begin
            q_out[9]   <= ~q_m[8];
            q_out[8]   <=  q_m[8];
            q_out[7:0] <= q_m[8] ? q_m[7:0] : ~q_m[7:0];
            if (q_m[8] == 0) begin
                cnt = cnt_prev + (N0(q_m[7:0]) - N1(q_m[7:0]));
            end else begin
                cnt = cnt_prev + (N1(q_m[7:0]) - N0(q_m[7:0]));
            end  
        end else begin
            if ( (cnt_prev > 0 & (N1(q_m[7:0]) > N0(q_m[7:0]))) |
                    (cnt_prev < 0 & (N0(q_m[7:0]) > N1(q_m[7:0]))) ) begin
                q_out[9] <= 1;
                q_out[8] <= q_m[8];
                q_out[7:0] <= ~q_m[7:0];
                cnt = cnt_prev + 2*q_m[8] + (N0(q_m[7:0]) - N1(q_m[7:0]));
            end else begin
                q_out[9] <= 0;
                q_out[8] <= q_m[8];
                q_out[7:0] <= q_m[7:0];
                cnt = cnt_prev - {~q_m[8], 1'b0} + (N1(q_m[7:0]) - N0(q_m[7:0]));
            end  
        end  
    end else begin
        cnt = 0;
        case ({C1, C0})
            2'b00: q_out <= 10'b1101010100;
            2'b01: q_out <= 10'b0010101011;
            2'b10: q_out <= 10'b0101010100;
            2'b11: q_out <= 10'b1010101011;
        endcase
    end  
    cnt_prev <= cnt;
end
endmodule
[design/flow/run.sh]
#!/bin/bash
# OpenROAD 26Q1-2900-gdf79404cd8, Yosys 0.63+post, stock flow scripts
make -C /OpenROAD-flow-scripts/flow DESIGN_CONFIG=/design/flow/config.mk WORK_HOME=/design/flow/orfs finish
==> insert_results.sql <==
-- physical implementation figures
INSERT INTO impl_metrics (metric_group, metric, value, unit) VALUES
('run_status', 'status', 'finished clean', ''),
('setup_path', 'crit_path_top_delay_cell', 'sky130_fd_sc_hd__fa_1', ''),
('drt', 'num_antenna_cells', '0', ''),
('drt', 'detail_route.drc_violations', '0', ''),
('placed_design', 'port_buffers', '21', ''),
('final_layout', 'n_fill_cell', '543', ''),
('hold_path', 'hold_path.startpoint', 'cnt_prev[0]', ''),
('run', 'warning_count', '32', ''),
('global_route', 'grt_antenna_before_repair', '0', ''),
('placed_design', 'gp_routability_congestion', '0.8949', ''),
('timing', 'grt_setup_unrepaired', 'false', ''),
('global_route', 'grt_pass1_vias', '2353', ''),
('drt', 'average_wire_length_per_cell_after_detail_routing', '14.55', 'um'),
('setup_path', 'worst-path-max-fanout', '14', ''),
('final_layout', 'mostFrequentLayoutCells', 'sky130_fd_sc_hd__inv_1 (66), sky130_fd_sc_hd__ha_1 (52), sky130_fd_sc_hd__xnor2_1 (30), sky130_fd_sc_hd__nor2_1 (27)', ''),
('drt', 'firstDrtPassIters', '4', ''),
('cts', 'worstSkewPairLatency', '0.25', 'ns'),
('hold_path', 'hold_path_end', 'cnt_prev[0]', ''),
('die', 'die_w', '80.33', 'um'),
('cts', 'cts_sinks', '18', ''),
('die', 'std_cell_rows', '28', ''),
('drt', 'first_iter_violations', '86', ''),
('timing', 'final.setup_skew', '0.005933', 'ns'),
('final_layout', 'areaGrowthSynthToFinish', '10.97', '%'),
('setup_path', 'timing.reg2reg.worst_path_depth', '12', ''),
('timing', 'hold_viol_final', '0', ''),
('setup_path', 'timing.critical_path.arrival', '12.68', 'ns'),
('timing', 'final-max-slew-violation-count', '0', ''),
('final_layout', 'final_layout_top_logic_cell', 'sky130_fd_sc_hd__inv_1', ''),
('final_layout', 'drive_above_1_share', '4.040', '%'),
('global_route', 'groute.usage.overall', '24.22', '%'),
('synthesis', 'mappedNetlistArea', '3068', 'sq um'),
('placed_design', 'post-place-ws', '3.561', 'ns'),
('cts', 'cts_inserted_buffers', '3', ''),
('setup_path', 'critical_path_class', 'in -> reg', ''),
('global_route', 'pin_count_of_the_biggest_net_entering_global_routing', '18', ''),
('setup_path', 'max_stage_delay', '0.64', 'ns'),
('global_route', 'grt_pass1_wl', '11650', 'um'),
('hold_path', 'holdCritPathClass', 'reg -> reg', ''),
('synthesis', 'edf_count', '0', ''),
('synthesis', 'synth_seq_share', '11.75', '%'),
('cts', 'clk_pin_slew_worst_paths', '0.07', 'ns'),
('die', 'core-area', '5921', 'sq um'),
('placed_design', 'dp_hpwl', '5697', 'um'),
('timing', 'setup-violations-final', '0', ''),
('drt', 'routed-via-count', '2455', ''),
('timing', 'timing.final.crit_share', '76.68', '%'),
('cts', 'cts_tree', 'yes', ''),
('hold_path', 'min_delay_path_depth', '3', ''),
('setup_path', 'critPathLaunchType', 'input pin', ''),
('setup_path', 'timing.critical_path.required', '16.48', 'ns'),
('cts', 'post_cts_buffers', '0', ''),
('synthesis', 'ys_cells', '377', ''),
('cts', 'holdBufCountCts', '0', ''),
('die', 'die-height', '80.33', 'um'),
('synthesis', 'yosys_reported_design_area_after_synthesis', '3068', 'sq um'),
('cts', 'cts.path.max_buffers', '2', ''),
('synthesis', 'synth_top_flop_cell', 'sky130_fd_sc_hd__dfxtp_1', ''),
('synthesis', 'post_synth.cell_area_avg', '8.138', 'sq um'),
('cts', 'cts_htree_levels', '1', ''),
('die', 'design.portCount', '22', ''),
('setup_path', 'timing.rr.start', 'cnt_prev[1]', ''),
('synthesis', 'post_synth_num_cell_types', '52', '');
## synth_stat cells (all sizes together), types with 2 or more instances
| cell | number | share of area, % |
|---|---|---|
| a21o | 14 | 3.4 |
| dfxtp | 18 | 12 |
| a31oi | 5 | 1.2 |
| nand2 | 11 | 1.3 |
| ha | 52 | 21 |
| xor2 | 5 | 1.4 |
| inv | 68 | 8.3 |
| nand2b | 4 | 0.82 |
| nor3 | 7 | 1.1 |
| o311a | 2 | 0.65 |
| a221oi | 3 | 0.86 |
| nor3b | 2 | 0.65 |
| o21a | 4 | 0.98 |
| nor2 | 27 | 3.3 |
| clkbuf | 4 | 0.49 |
| a21oi | 21 | 3.4 |
| and2 | 2 | 0.41 |
| and3 | 6 | 1.2 |
| fa | 16 | 10 |
| a21boi | 2 | 0.49 |
| mux2i | 4 | 1.3 |
| xnor2 | 31 | 9.5 |
| o31a | 3 | 0.86 |
| a211oi | 7 | 1.7 |
| nor2b | 12 | 2.4 |
| o21ai | 18 | 3.1 |
| o21bai | 4 | 0.98 |
| buf | 4 | 0.73 |
| nand3 | 4 | 0.65 |
## sequential cells by signal, summed over array words and instances, names as in the netlist
register  count
q_out        10
cnt_prev      8
## layer usage
layer  global-route usage [%]  wire [um]  up-vias
met3                    2.999        436        6
met1                    41.92       3678     1078
met4                    2.500         78        0
met5                        0          0        -
li1                         -          -     1318
met2                    33.08       2657       53
## critical path, delay by kind of cell
family                   cells  cell delay, ns
adder cells (fa/ha/maj)     12            4.96
AND-OR/OR-AND                7            1.96
XOR/XNOR                     3            0.74
AND/OR/NAND/NOR              3            0.41
multiplexers                 1            0.10
buffers and inverters        7            1.23
## cells by family (layout without fill, tap and decap cells)
family          count (synthesis)  in the layout  synth area share, %
xor+xnor                       37             37                11.66
simple gates                   83             83                14.03
fa+ha+maj                      68             68                31.65
compound gates                 91             91                20.07
flops                          18             18                11.75
mux                             4              4                1.305
buf+inv                        76             95                9.543
## layout make-up
cell class / count / area (sq um) / area share, %
Multi-Input combinational cell: 283 / 2415 / 70.93
Sequential cell: 18 / 360.3 / 10.58
Inverter: 68 / 255.2 / 7.497
Timing Repair Buffer: 23 / 225.2 / 6.615
Tap cell: 75 / 93.84 / 2.756
Clock buffer: 4 / 55.05 / 1.617
## how the worst max path moves through the flow
stage	start	endpoint	slack (ns)	cells after the start
4_1_cts	D[0]	cnt_prev[6]	3.81	33
5_1_grt	D[0]	cnt_prev[6]	3.34	33
6_report	D[0]	cnt_prev[7]	3.80	33
## metrics by stage
stage                     std cells  utilization [%]  hold WS, ns
after global placement          467            56.57       0.6710
after detailed placement        467            56.57       0.6895
after floorplan                 377                -       0.6295
final                           471            57.50       0.7058
after CTS                       471            57.50       0.7038
after global routing            471            57.50       0.7601
